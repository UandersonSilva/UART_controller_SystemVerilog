==> ./config.mk <==
export PLATFORM = sky130hd
export DESIGN_NAME = tri_port_memory
export DESIGN_NICKNAME = tri_port_memory
export VERILOG_FILES = /design/flow/design.v
export SDC_FILE = /design/flow/constraint.sdc
export NUM_CORES = 4
export LEC_CHECK = 1
export CORE_UTILIZATION = 50
==> ./constraint.sdc <==
current_design tri_port_memory

set clk_period 5.1
set clk_io_pct 0.2

create_clock -name clk0 -period $clk_period [get_ports {read_clock_in}]
create_clock -name clk1 -period $clk_period [get_ports {write_clock_in}]

set non_clock_inputs [all_inputs -no_clocks]
set_input_delay [expr $clk_period * $clk_io_pct] -clock clk0 $non_clock_inputs
set_output_delay [expr $clk_period * $clk_io_pct] -clock clk0 [all_outputs]
==> ./run.sh <==
#!/bin/bash
# OpenROAD 26Q1-2900-gdf79404cd8, Yosys 0.63+post, stock flow scripts
make -C /OpenROAD-flow-scripts/flow DESIGN_CONFIG=/design/flow/config.mk WORK_HOME=/design/flow/orfs finish
==> ./design.v <==
module tri_port_memory#(
        DATA_WIDTH = 16,
        ADDRESS_WIDTH = 5
    )
    (
        input logic memory_wr_in, write_clock_in, read_clock_in,
        input logic [ADDRESS_WIDTH - 1:0] address_0_in, address_1_in, write_address_in,
        input logic [DATA_WIDTH - 1:0] data_in,
        output logic [DATA_WIDTH - 1:0] data_0_out, data_1_out
    );
    logic [DATA_WIDTH - 1:0] memory [2**ADDRESS_WIDTH - 1:0];
    always_ff @(posedge write_clock_in) 
    begin
        if(memory_wr_in)
            memory[write_address_in] <= data_in;
    end
	always_ff @(posedge read_clock_in) 
    begin
        data_0_out <= memory[address_0_in];
		data_1_out <= memory[address_1_in];
    end	 
endmodule
==> results.txt <==
fresh numbers from the pnr run: # setup viols final 0, DRT Wirelength 74690 microns, setup TNS 0 ns, Final WS setup 1.715 ns, num rows 82, gr busiest metal met2, Setup crit start kind input port, # resized after CTS 0, total track usage 0.3238, io pins 66, internal reg-to-reg setup slack 3.06 ns, Worst-Margin Slew 0.8208 ns, Critical Path AT 3.55 ns, Worst setup EP type flip-flop, yosys cell count 1728, cts hold-fix bufs 0, Log Warnings 26, pin count of the biggest net entering global routing 89, Synth Register Bits 544, grt ovf 0, DRC Markers 0, share of the yosys chip area belonging to registers 0.6296, hold crit path type flip-flop to flip-flop, outcome complete, no violations, routed len/inst 29.70 microns, FP Util 0.5070, global routing usage on met3 0.1727, design area 0.02846 sq mm, Sw Share 0.2370, die height 227.6 microns, maximum vdd ir drop 228.9 uV, Clock transition at path regs 0.07 ns, Die Area 0.05178 sq mm, vias in the first global route 16540, CP Max Fanout 39, reg2reg start memory[6][2], main flop type edfxtp_1, Yosys Warn Count 1, clock power share 0.402, # diodes 0, M1 GR Usage 0.4532, max_slew headroom 0.4486, drt initial violations 1075, PD cells 346.9 mW/mm^2, Max Slew Vio Count 0, share of cells above drive strength 1 0.1091, pre-CTS setup slack 1.423 ns, CTS Sinks 544, crit path from address_1_in[2], initial antenna violation count 1, gpl congestion 0.8834, Detailed Routing Iterations Pass 1 8, Chip Area, Yosys 0.02544 sq mm, post-CTS setup buffer count 0, Setup Crit Path Kind input port to flip-flop, Placed Area 0.02671 sq mm, RSZ-0062 raised after global routing false, Core Box Area 0.05017 sq mm, Area Overhead vs Synth 11.88%, Pwr Total 9.873 mW, EDFF count, synth 512, most numerous logic cells after layout mux2i_1, edfxtp_1, a22oi_1, buf_4, nand3_1, sequential group share of total power 0.508, Antenna Nets Post-Route 0, Mapped Cells 1728, via count of the routed design 15810, DP HPWL 43380 microns, maxcap violations 0, CP required 5.26 ns, Mapped Area 0.02544 sq mm, asr flop ratio synth 0, NetSw 2.340 mW, I/O Buffers 64, GR Util met2 0.4652, Hold Crit Start memory[16][0], hold_ws 0.9241 ns, die width 227.6 microns, final hold vios 0, Avg Synthesized Cell Area 14.72 sq um, Via-to-Cell Ratio 6.285, distinct lib cells 27, CTS tree built, Leakage 10.49 nW, first-pass GRT wire length 108400 microns, Power Internal 7.533 mW, combinational share of power 0.090
==> path summary, 6_finish.rpt <==
path	to	cells after the start
setup / recovery	data_1_out[13]	6
hold / removal	data_0_out[0]	4
setup reg to reg	data_1_out[2]	5
hold reg to reg	data_0_out[0]	4
max in group clk1	memory[8][3]	4
min in group clk1	memory[21][10]	2
==> synthesized netlist by cell type, types with 15 or more instances <==
master	instances	area [sq um]
dfxtp_1	32	640.6
a22o_1	64	560.5
nor2_1	33	123.9
nor3_1	32	160.2
buf_4	42	315.3
edfxtp_1	512	15370
nand2_1	65	244.0
a31oi_1	32	200.2
nand3_1	66	330.3
a22oi_1	128	960.9
buf_6	15	168.9
a21oi_1	64	320.3
nand4_1	32	200.2
buf_2	40	200.2
mux2i_1	512	5125
clkbuf_1	19	71.32
==> kinds of logic after synthesis <==
group	Yosys count	share of synthesized area
mux	512	0.2015
flops	544	0.6296
simple gates	251	0.04820
compound gates	288	0.08028
buf+inv	133	0.04043
==> final cells by class <==
class / instances / area (sq um)
Clock buffer: 73 / 1539
Clock inverter: 33 / 207.7
Fill cell: 3809 / 21710
Multi-Input combinational cell: 1051 / 8508
Sequential cell: 544 / 16020
Tap cell: 672 / 840.8
Timing Repair Buffer: 142 / 1349
==> power by group through the flow <==
| stage | sequential, mW | combinational [mW] | clock (mW) |
|---|---|---|---|
| CTS | 5.01 | 0.876 | 4.04 |
| global route | 5.02 | 0.941 | 4.18 |
| finish | 5.01 | 0.887 | 3.97 |
==> registers in the layout, summed over array words and instances, names as in the netlist <==
signal,count
memory,512
data_0_out,16
data_1_out,16
==> stage by stage <==
stage | cells | utilization
2_1_floorplan | 1728 | -
3_3_place_gp | 2409 | 0.5324
3_5_place_dp | 2409 | 0.5324
4_1_cts | 2515 | 0.5673
5_1_grt | 2515 | 0.5673
6_report | 2515 | 0.5673
==> routing by layer <==
layer	part of all wire	routed length [microns]
met4	0.038	2820
met5	0	0
met1	0.38	28190
met3	0.14	10090
met2	0.45	33590
==> worst max-delay path, cell delays in order <==
cell	delay, ns
clkdlybuf4s50_1	0.63
and2_4	0.70
buf_4	0.53
a22oi_1	0.14
a31oi_1	0.38
nand3_1	0.14
Power figures rest on the tool's default switching activity, not on a simulated workload.
